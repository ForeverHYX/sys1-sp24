File: design/flow/design.v
`timescale 1ns / 1ps
module SegDecoder (
    input wire [3:0] data,
    input wire point,
    input wire LE,
    output wire a,
    output wire b,
    output wire c,
    output wire d,
    output wire e,
    output wire f,
    output wire g,
    output wire p
);
 reg ta,tb,tc,td,te,tf,tg;
 reg tp;
 always@(*) begin
    case({LE,data})
        5'b00000: begin ta=0;tb=0;tc=0;td=0;te=0;tf=0;tg=1; end
        5'b00001: begin ta=1;tb=0;tc=0;td=1;te=1;tf=1;tg=1; end
        5'b00010: begin ta=0;tb=0;tc=1;td=0;te=0;tf=1;tg=0; end
        5'b00011: begin ta=0;tb=0;tc=0;td=0;te=1;tf=1;tg=0; end
        5'b00100: begin ta=1;tb=0;tc=0;td=1;te=1;tf=0;tg=0; end
        5'b00101: begin ta=0;tb=1;tc=0;td=0;te=1;tf=0;tg=0; end
        5'b00110: begin ta=0;tb=1;tc=0;td=0;te=0;tf=0;tg=0; end
        5'b00111: begin ta=0;tb=0;tc=0;td=1;te=1;tf=1;tg=1; end
        5'b01000: begin ta=0;tb=0;tc=0;td=0;te=0;tf=0;tg=0; end
        5'b01001: begin ta=0;tb=0;tc=0;td=0;te=1;tf=0;tg=0; end
        5'b01010: begin ta=0;tb=0;tc=0;td=1;te=0;tf=0;tg=0; end
        5'b01011: begin ta=1;tb=1;tc=0;td=0;te=0;tf=0;tg=0; end
        5'b01100: begin ta=0;tb=1;tc=1;td=0;te=0;tf=0;tg=1; end
        5'b01101: begin ta=1;tb=0;tc=0;td=0;te=0;tf=1;tg=0; end
        5'b01110: begin ta=0;tb=1;tc=1;td=0;te=0;tf=0;tg=0; end
        5'b01111: begin ta=0;tb=1;tc=1;td=1;te=0;tf=0;tg=0; end
        default: begin ta=1;tb=1;tc=1;td=1;te=1;tf=1;tg=1; end
    endcase
    case(point)
        0: tp=0;
        1: tp=1;
    endcase
 end
assign a=ta, b=tb, c=tc, d=td, e=te, f=tf, g=tg, p=tp;
endmodule  
File: design/flow/run.sh
#!/bin/bash
# OpenROAD 26Q1-2900-gdf79404cd8, Yosys 0.63+post, stock flow scripts
make -C /OpenROAD-flow-scripts/flow DESIGN_CONFIG=/design/flow/config.mk WORK_HOME=/design/flow/orfs finish
File: design/flow/config.mk
export PLATFORM = sky130hd
export DESIGN_NAME = SegDecoder
export DESIGN_NICKNAME = SegDecoder
export VERILOG_FILES = /design/flow/design.v
export SDC_FILE = /design/flow/constraint.sdc
export NUM_CORES = 4
export LEC_CHECK = 1
export CORE_AREA = 10 10 70 70
export DIE_AREA = 0 0 80 80
File: design/flow/constraint.sdc
current_design SegDecoder

set clk_period 1.3
set clk_io_pct 0.2

create_clock -name clk0 -period $clk_period

set non_clock_inputs [all_inputs -no_clocks]
set_input_delay [expr $clk_period * $clk_io_pct] -clock clk0 $non_clock_inputs
set_output_delay [expr $clk_period * $clk_io_pct] -clock clk0 [all_outputs]
==> out/notes.md <==
The start point of the critical path was data[0]. Across the run, the number of max-cap violations was 0. The final reports fail on negative setup slack. The total area inside the core boundary comes to 0.00342 mm2. The congestion estimate from routability-driven global placement came to 0.716. Overflow left after global routing: 0. Area added between synthesis and finish: 113%.

Entering global routing, the biggest net connects 10 pins. In the Yosys report the total cell count is 36. The run gives 0 for the DRC violation count after routing. The initialized floorplan defines 21 standard-cell rows. The main area contributors are sky130_fd_sc_hd__ha_1 (29%), sky130_fd_sc_hd__mux2i_1 (9.8%), sky130_fd_sc_hd__buf_6 (7.3%), sky130_fd_sc_hd__mux2_1 (7.3%), sky130_fd_sc_hd__a221o_1 (6.5%). OpenROAD emitted warnings numbering 40. With the leakage power at 0.287 nW, the worst-path maximum fanout is 6.

The die is 80 um tall. The share of cells above drive strength 1 came out at 63.9%. Uppermost layer routed: met3. The tools report the non-filler instance count after layout as 107.

The flow ran to the end, but the final reports show violations. The run gives 270 mW/mm2 for the power per standard cell area. Looking at area per cell type in the netlist, the leader is sky130_fd_sc_hd__ha_1. From left edge to right edge, the die measures 80 um. Post-layout worst setup margin: -236 ps. The pre-antenna-repair detailed-routing pass consisted of 2 iterations. The share of the Yosys chip area taken by registers is 0%. Once iteration 0 of detailed routing completed, the report listed 18 DRC markers. After detailed routing, the number of vias per cell comes to 3.29. The tools report the initial cell density of the core as 8.97%.

Area share of the leading cell type in the synthesized netlist: 28.6%. For the via count of the routed design, the log shows 352. There are 0 flip-flops and latches.

For the number of placed instances, taps included, the log shows 102. The final report lists the setup-violating endpoint count as 7. The run gives 651 MHz for the maximum clock frequency. Clock period minus final worst setup slack: 1540 ps. The run gives 360 for the via count of the first global-routing pass.

The type of element capturing the critical path is an output port. The required time at the worst endpoint is listed as 1040 ps. On the critical path the data arrives at 1280 ps.

The synthesized instance count is 36, and the post-synthesis average cell area is 8.52 um2. Hold is met by 520 ps. The total area of sequential cells is 0 um2. In the per-layer breakdown of the detailed-route log, met1 shows 511 um. With the combinational cell area excluding buffers and inverters at 330 um2, the met3 routed wirelength is 60 um. The global-route wire length before repair is 1.70 mm, and the worst-margin pin slew is 209 ps.

In the final routed layout, each cell accounts on average for 9.53 um. The chip occupies 0.00640 mm2. Max-slew check failures listed in the final report amount to 0.

The half-perimeter wire length of the detailed placement result is 814 um, and the number of fill cells in the layout is 377. The final antenna diode tally reported by the flow is 0. The run gives 118% for the final clock period utilization by the worst path. The tools report the worst ir drop on vdd as 0.0000625 V. Setup repair after global routing could not meet its margin everywhere. Before any placement, the netlist area is recorded as 307 um2. For reference, the most critical setup path is categorized as primary input to output port. Number of antenna violations at the first check in global routing: 0. 14 I/O pins were placed. The tools report the type of element launching the critical path as a primary input. The synthesized netlist has a Yosys-reported chip area of 307 um2. The tools report the synthesis warning total as 1. Per STA, the endpoint of the critical path is b.

The number of hold violations in the final report came out at 0. The length of routed met2 wiring came out at 449 um. Global router's overall resource usage: 3.12%. Nets still carrying antenna violations after routing amount to 0.

The clock buffer instance count of the final layout came out at 0. The wire length recorded after detailed routing is 1.02 mm. Headroom to the max-slew limit came out at 86.1%. The run gives 19 for the distinct cell type count of the synthesized netlist. According to the hold report, the worst path is of the primary input to output port type. In this run the tool buffered the top-level ports with 12 buffer cells.
[through the flow]
| stage | TNS [ps] | instance area, um2 | utilization, % | setup WS, ps | power, mW |
|---|---|---|---|---|---|
| 2_1_floorplan | 0 | 324 | - | 8.08 | 0.0651 |
| 3_3_place_gp | -7150 | 554 | 16.2 | -1140 | 0.154 |
| 3_5_place_dp | -7110 | 554 | 16.2 | -1130 | 0.155 |
| 4_1_cts | -1240 | 629 | 18.4 | -259 | 0.169 |
| 5_1_grt | -1440 | 653 | 19.1 | -300 | 0.199 |
| 6_report | -1050 | 653 | 19.1 | -236 | 0.176 |
[critical path, cell delays in order]
cell and delay (ps):
sky130_fd_sc_hd__buf_12 120, sky130_fd_sc_hd__inv_8 50, sky130_fd_sc_hd__ha_4 190, sky130_fd_sc_hd__or2_4 250, sky130_fd_sc_hd__a311o_1 290, sky130_fd_sc_hd__buf_2 120
[power breakdown]
part / internal (mW) / switching, mW / total, mW
logic: 0.107 / 0.0693 / 0.176
registers: 0 / 0 / 0
clock network: 0 / 0 / 0
total: 0.107 / 0.0693 / 0.176
[kinds of logic after synthesis]
| kind of cell | Yosys count | share of synthesized area (%) |
|---|---|---|
| AOI/OAI and AO/OA | 7 | 21.2 |
| and+or+nand+nor | 11 | 19.6 |
| muxes | 5 | 17.1 |
| buffers and inverters | 6 | 13.5 |
| adders and majority gates | 7 | 28.6 |
[worst min path at each step]
stage	endpoint	cells past startpoint	start	slack, ps
after CTS	p	0	point	520
after global routing	p	0	point	520
final	p	0	point	520
[placed cells by master, fill, tap and decap left out, drive strengths merged]
master	synthesis	routed
a211o	1	1
nor2b	2	2
nor2	2	2
nand2b	2	2
dlygate4sd2	0	1
nor3	1	1
or2	1	1
a32oi	2	2
nand2	2	2
a311o	1	1
a221o	2	2
mux2i	3	3
clkbuf	0	2
buf	3	25
ha	7	7
and3	1	1
mux2	2	2
inv	3	3
o221ai	1	1
[layout make-up]
| class | instances | share of cell area (%) |
|---|---|---|
| Tap cell | 46 | 8.81 |
| Multi-Input combinational cell | 30 | 50.6 |
| Inverter | 3 | 4.02 |
| Timing Repair Buffer | 28 | 36.6 |
[routing by layer]
layer | track usage [%] | vias to the layer above
li1 | - | 181
met4 | 0 | 0
met5 | 0 | -
met3 | 0.682 | 0
met2 | 4.90 | 8
met1 | 4.48 | 163
[Yosys cell counts]
cell / number
sky130_fd_sc_hd__ha_1: 7
sky130_fd_sc_hd__inv_1: 3
sky130_fd_sc_hd__mux2i_1: 3
sky130_fd_sc_hd__a221o_1: 2
sky130_fd_sc_hd__a32oi_1: 2
sky130_fd_sc_hd__buf_6: 2
sky130_fd_sc_hd__mux2_1: 2
sky130_fd_sc_hd__nand2b_1: 2
sky130_fd_sc_hd__nor2_1: 2
sky130_fd_sc_hd__nor2b_1: 2
sky130_fd_sc_hd__a211o_1: 1
sky130_fd_sc_hd__a311o_1: 1
sky130_fd_sc_hd__and3_1: 1
sky130_fd_sc_hd__buf_4: 1
sky130_fd_sc_hd__nand2_1: 1
sky130_fd_sc_hd__nand2_2: 1
sky130_fd_sc_hd__nor3_1: 1
sky130_fd_sc_hd__o221ai_1: 1
sky130_fd_sc_hd__or2_2: 1
[what timing repair did]
action | 4_1_cts | 5_1_grt
setup endpoints to repair | 7 | 7
buffers inserted | 3 | 3
hold buffers | 0 | 0
pin swaps | 9 | 6
resized | 60 | 10
Power figures rest on the tool's default switching activity, not on a simulated workload.
