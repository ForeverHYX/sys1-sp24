===== flow/run.sh =====
#!/bin/bash
# OpenROAD 26Q1-2900-gdf79404cd8, Yosys 0.63+post, stock flow scripts
make -C /OpenROAD-flow-scripts/flow DESIGN_CONFIG=/design/flow/config.mk WORK_HOME=/design/flow/orfs finish

===== flow/constraint.sdc =====
current_design Mux4T1_32

set clk_period 1.5
set clk_io_pct 0.2

create_clock -name clk0 -period $clk_period

set non_clock_inputs [all_inputs -no_clocks]
set_input_delay [expr $clk_period * $clk_io_pct] -clock clk0 $non_clock_inputs
set_output_delay [expr $clk_period * $clk_io_pct] -clock clk0 [all_outputs]

===== flow/design.v =====
module Mux4T1_32(
    input [31:0] I0,
    input [31:0] I1,
    input [31:0] I2,
    input [31:0] I3,
    input [1:0] S,
    output [31:0] O
);
    assign O = S[1]?(S[0] ? I3 : I2):(S[0] ? I1 : I0);
endmodule

===== flow/config.mk =====
export PLATFORM = sky130hd
export DESIGN_NAME = Mux4T1_32
export DESIGN_NICKNAME = Mux4T1_32
export VERILOG_FILES = /design/flow/design.v
export SDC_FILE = /design/flow/constraint.sdc
export NUM_CORES = 4
export LEC_CHECK = 1
export CORE_AREA = 10 10 76 76
export DIE_AREA = 0 0 86 86

==> run summary <==
fresh numbers from the pnr run: Top area cell types mux4_2, buf_12, mux4_1, Seq. cell area 0 µm², WL per Instance 23.4 µm, placed cell area 0.00248 mm², FP Util 19.8%, met1 WL 2140 µm, failing checks negative setup slack, status finished, violations left, Pre-Repair DR Iteration Count 4, Fmax 0.666 GHz, Core ar. 0.00412 mm², area grow syn2layout 180%, vias in the first global route 1425, Synth cell types 5, Placement Setup Slack -612 ps, peak supply drop 0.107 mV, Syn Inst Count 39, Final Max Tran Viols 0, total track usage 15.9%, share of the synthesized area in the top cell type 82.9%, Slew HR 91.0%, die height 86 µm, Inst Count DP 249, Power Density 242 mW/mm², FF+latch count 0, DP Wirelength 5290 µm, mapped cell area 815 µm², Worst path max stage delay 500 ps, count of final setup violators 1, yosys stat cell total 39, gr ovfl total 0, ANT nets after route 0, tool warnings 35, data required time at the worst endpoint 1200 ps, Fin Setup TNS -0.871 ps, design area 0.00228 mm², Min Clock Period, post-route 1500 ps, Hold-fix buffers, CTS 0, Core Rows 23, Leakage 1.11 nW, Vias/cell 4.71, # clk buffers 0, First DRT Iteration DRCs 26, Die Size 0.00740 mm², initial antenna violation count 0, count leader, synth mux4_2, Syn Area/Cell 20.9 µm², Seq/Total Area, Yosys 0%, final core utilization 55.3%, RSZ-0062 raised after global routing true, port bufs 162, DRC 0, YS chip area 815 µm², via count 1192, post-synth top area cell mux4_2, Max Cap Violations 0, Min Hold Slack 1080 ps, post-route setup slack -0.871 ps, slowest cell on the critical path mux4_2, most common library cells after synthesis mux4_2, buf_12, buf_2, CP arrival 1200 ps, Min-Delay Path Class primary input to primary output, largest net degree at the start of global routing 12, worst setup path category primary input to primary output, I/O pin count 162, Tcrit/Tclk final 100%, Design Power 0.551 mW, most used cell, CP buf_12, die x size 86 µm, fillers 405, synth warn 0, delay-heaviest family, CP multiplexers, n_diodes 0, metal3 WL 604 µm, layout cells sized above 1 36.9%, worst path cell trace buf_12, buf_12, mux4_2, buf_2, Worst Tran Pin Value 134 ps, Top Layer Used met4, WL met2 3150 µm, Worst Path Max Fanout 7, Logic area 721 µm², final wirelength 5920 µm, critical path endpoint category primary output, CP bufs+invs 3, first-pass GRT wire length 9020 µm, critical path launch point type primary input, Hold Fails Final Rpt 0, Placer Congestion 0.820, Layout Cells excl Fill 253
-- what timing repair did --
action	4_1_cts	5_1_grt
setup endpoints to repair	32	23
setup buffers	1	0
resized	244	0
gates cloned	3	0
-- cell families (layout without fill, tap and decap cells) --
| logic type | after synthesis | in the layout | share of synthesized area [%] |
|---|---|---|---|
| muxes | 32 | 32 | 89.4 |
| buffers and inverters | 7 | 171 | 10.6 |
-- placed cells by master (no fill, tap or decap) --
cell type	synthesis	routed
buf_8	0	1
buf_2	3	32
dlygate4sd2_1	0	128
bufbuf_16	0	1
buf_4	0	1
buf_16	0	2
mux4_2	30	32
buf_12	3	4
buf_6	1	2
-- per-layer routing --
layer,vias up,track usage (%)
li1,535,-
met1,572,18.5
met2,83,28.5
met3,2,5.91
met4,0,0.599
met5,-,0
-- path summary, 6_finish.rpt --
check | endpoint | slack, ps | cells after the start | start
setup / recovery | O[25] | -0.9 | 4 | S[0]
hold / removal | O[22] | 1080 | 3 | I3[22]
-- layout make-up --
class / instances / share of cell area (%)
well taps: 50 / 2.75
multi-input cells: 32 / 31.6
repair buffers: 171 / 65.6
-- report_power, final --
group	switching (mW)	total, mW	internal (mW)
Combinational	0.137	0.551	0.413
Clock	0	0	0
Sequential	0	0	0
Total	0.137	0.551	0.413
Power is estimated from default activity; no workload was simulated.
